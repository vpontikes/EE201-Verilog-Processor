`design/flow/run.sh`:
```
#!/bin/bash
# OpenROAD 26Q1-2900-gdf79404cd8, Yosys 0.63+post, stock flow scripts
make -C /OpenROAD-flow-scripts/flow DESIGN_CONFIG=/design/flow/config.mk WORK_HOME=/design/flow/orfs finish
```
`design/flow/config.mk`:
```
export PLATFORM = sky130hd
export DESIGN_NAME = decoder
export DESIGN_NICKNAME = decoder
export VERILOG_FILES = /design/flow/design.v
export SDC_FILE = /design/flow/constraint.sdc
export NUM_CORES = 4
export LEC_CHECK = 1
export CORE_AREA = 10 10 83 83
export DIE_AREA = 0 0 93 93
```
`design/flow/constraint.sdc`:
```
current_design decoder

set clk_period 5.4
set clk_io_pct 0.2

create_clock -name clk0 -period $clk_period

set non_clock_inputs [all_inputs -no_clocks]
set_input_delay [expr $clk_period * $clk_io_pct] -clock clk0 $non_clock_inputs
set_output_delay [expr $clk_period * $clk_io_pct] -clock clk0 [all_outputs]
```
`design/flow/design.v`:
```
module decoder(input logic[31:0] instr,
               input logic[31:0] imm32,
               input logic[31:0] data2,
               output logic[3:0] alu_operation,
               output logic[31:0] alu_operand);
  logic load_check;
  assign load_check = instr[6:0] == 7'h03 ? 1 : 0;
  always_comb begin
    if (load_check) 
    begin
      alu_operation = 4'b0000;
      alu_operand = im_inst.imm32;
    end else 
    begin 
      alu_operation = {instr[30], instr[14:12]};
      alu_operand = instr[5] == 1 ? data2 : imm32;
    end
  end
endmodule
```
==> impl_metrics.tcl <==
# place-and-route summary
set metrics [dict create \
    tightest_slew_ns 0.543 \
    viasPerCell 3.86 \
    fillers 579 \
    synth_top_area_share 0.513 \
    synthesis.area_sq_um 624 \
    synthCells 81 \
    warning_count 53 \
    relSlewSlack 0.638 \
    wl_um 4020 \
    area_leaders "mux2i_1, a21oi_1, buf_6" \
    critPathLaunch "instr[4]" \
    postLayoutCoreUtil 0.344 \
    wl_per_cell_um 15.8 \
    drc_errors 0 \
    worst_setup_path_start_kind "input port" \
    power.density_mw_per_mm2 73.8 \
    dpl.hpwl_um 3280 \
    grt_pass1_vias 1061 \
    initial_core_util 0.121 \
    sequentialPowerShare 0 \
    rsz0062_at_grt "false" \
    layout.area.seq_sq_um 0 \
    cp-end-kind "primary output" \
    synth.avg_cell_area_sq_um 7.71 \
    syn_to_final_growth_pct 183 \
    p_int_uw 97.3 \
    post-cts-setup-buffers 0 \
    diodes 0 \
    hold_violations 0 \
    clockBufferCount 0 \
    drive_above_1_share 0.0326 \
    ant_nets 0 \
    fp-row-count 26 \
    common_cells "a21oi_1, mux2i_1, a21boi_0, buf_2, buf_6" \
    io_buffers 111 \
    die_h_um 93 \
    swShare 0.254 \
    cp.required_ns 4.32 \
    hold_class "in -> out" \
    grt_usage 0.0836 \
    yosys-stat-area_sq_um 624 \
    p_clk_frac 0 \
    maxSlewViolCount 0 \
    critical_path_class "in -> out" \
    cp_max_fo 36 \
    finalCriticalPeriod_ns 3.89 \
    grt_pass1_wl_um 5890 \
    setup_viol 0 \
    core_area_sq_mm 0.00514 \
    firstDrtPassIters 4 \
    dieArea_sq_mm 0.00865 \
    cts_resized 0 \
    die_w_um 93 \
    largest_area_cell "mux2i_1" \
    grt_overflow 0 \
    hp-start "instr[14]" \
    vias 980 \
    yosys.cell_types.count 8 \
    ff_count 0 \
    p_sw_uw 33.1 \
    fin_setup_tns_ns 0 \
    drt_iter0_markers 15 \
    drv_cap 0 \
    gp_congestion 0.732 \
    yosysCellCount 81 \
    leakagePower_uw 0.000717 \
    status "finished clean" \
    arrival_ns 2.81 \
    fmax_ghz 0.257 \
    ir_drop_v 0.0000216 \
    yosysWarnings 3 \
    combPwrFrac 1.000 \
    grt_max_degree 37 \
    antenna_found_initial 0 \
    post-route-period-util 0.721 \
    synth_seq_share 0 \
    num_io_pins 132 \
    hold_buffers 0 \
]
[power groups by stage]
| stage | combinational (uW) | clock [uW] | sequential [uW] |
|---|---|---|---|
| 6_report | 130 | 0 | 0 |
| 5_1_grt | 143 | 0 | 0 |
| 4_1_cts | 133 | 0 | 0 |
[worst paths after layout]
check,end,cells past startpoint
setup / recovery,alu_operation[3],5
hold / removal,alu_operation[2],3
[per-layer routing]
layer,wire (um),GRT usage,vias to the layer above
met3,210,0.0194,2
li1,-,-,511
met1,1490,0.0907,433
met5,0,0,-
met4,23,0.00386,0
met2,2290,0.166,34
[cell type report]
cell class	count	area [sq um]	share of cell area
Multi-Input combinational cell	70	552	0.312
Timing Repair Buffer	114	1130	0.638
Tap cell	70	87.6	0.0495
[cell families (layout without fill, tap and decap cells)]
logic type / count (synthesis) / count (layout) / synth area share
compound gates: 36 / 36 / 0.305
simple gates: 2 / 2 / 0.0421
mux: 32 / 32 / 0.513
buf+inv: 11 / 114 / 0.140
[stage by stage]
step / instance area [sq um] / setup WS (ns) / hold WS, ns / cells / power [uW]
2_1_floorplan: 624 / 2.59 / 2.24 / 81 / 33.4
3_3_place_gp: 1770 / 1.51 / 3.08 / 254 / 132
3_5_place_dp: 1770 / 1.50 / 3.07 / 254 / 133
4_1_cts: 1770 / 1.50 / 3.07 / 254 / 133
5_1_grt: 1770 / 1.41 / 3.10 / 254 / 143
6_report: 1770 / 1.51 / 3.07 / 254 / 130
[worst max-delay path: stages]
cell	delay [ns]
clkdlybuf4s50_1	0.44
nor4bb_4	0.28
buf_4	0.40
a21boi_0	0.15
clkdlybuf4s50_1	0.44
[layout by cell type, fill, tap and decap left out]
| master | count |
|---|---|
| buf_4 | 3 |
| buf_2 | 1 |
| mux2i_1 | 32 |
| clkdlybuf4s50_1 | 110 |
| nor3_4 | 1 |
| a21oi_1 | 32 |
| a21boi_0 | 4 |
| nor4bb_4 | 1 |
Power and IR drop assume default switching activity.
